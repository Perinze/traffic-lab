==> flow/design.v <==
module cnt # (
  parameter DW = 7
) (
  output     [DW-1:0] qout,
  output     [1:0]    state,
  input               clk,
  input               rst_n
);
  localparam STATE1 = 2'd0;
  localparam STATE2 = 2'd1;
  localparam STATE3 = 2'd2;
  localparam STATE4 = 2'd3;
  wire [DW-1:0] count_cur;
  wire [DW-1:0] count_nxt;
  wire sta_is_1 = (count_cur >= 0) & (count_cur < 40);
  wire sta_is_2 = (count_cur >= 40) & (count_cur < 45);
  wire sta_is_3 = (count_cur >= 45) & (count_cur < 65);
  wire sta_is_4 = (count_cur >= 65) & (count_cur < 70);
  wire sta_is_5 = count_cur >= 70;
  wire cnt_rst = (~sta_is_5) & rst_n;
  assign count_nxt = 
          ({DW{ cnt_rst}} & count_cur + 1)
        | ({DW{~cnt_rst}} & 6'd0         );
  assign qout = count_cur;
  assign state =
            ({DW{sta_is_1}} & STATE1)
          | ({DW{sta_is_2}} & STATE2)
          | ({DW{sta_is_3}} & STATE3)
          | ({DW{sta_is_4}} & STATE4)
          ;
  dffrs #(DW) cnt_dffrs (count_nxt, count_cur, clk, rst_n);
endmodule
module dfflrs # (
  parameter DW = 32
) (
  input               lden, 
  input      [DW-1:0] dnxt,
  output     [DW-1:0] qout,
  input               clk,
  input               rst_n
);
reg [DW-1:0] qout_r;
always @(posedge clk or negedge rst_n)
begin : DFFLRS_PROC
  if (rst_n == 1'b0)
    qout_r <= {DW{1'b1}};
  else if (lden == 1'b1)
    qout_r <= #1 dnxt;
end
assign qout = qout_r;
endmodule
module dfflr # (
  parameter DW = 32
) (
  input               lden, 
  input      [DW-1:0] dnxt,
  output     [DW-1:0] qout,
  input               clk,
  input               rst_n
);
reg [DW-1:0] qout_r;
always @(posedge clk or negedge rst_n)
begin : DFFLR_PROC
  if (rst_n == 1'b0)
    qout_r <= {DW{1'b0}};
  else if (lden == 1'b1)
    qout_r <= #1 dnxt;
end
assign qout = qout_r;
endmodule
module dffl # (
  parameter DW = 32
) (
  input               lden, 
  input      [DW-1:0] dnxt,
  output     [DW-1:0] qout,
  input               clk 
);
reg [DW-1:0] qout_r;
always @(posedge clk)
begin : DFFL_PROC
  if (lden == 1'b1)
    qout_r <= #1 dnxt;
end
assign qout = qout_r;
endmodule
module dffrs # (
  parameter DW = 32
) (
  input      [DW-1:0] dnxt,
  output     [DW-1:0] qout,
  input               clk,
  input               rst_n
);
reg [DW-1:0] qout_r;
always @(posedge clk or negedge rst_n)
begin : DFFRS_PROC
  if (rst_n == 1'b0)
    qout_r <= {DW{1'b1}};
  else                  
    qout_r <=   dnxt;
end
assign qout = qout_r;
endmodule
module dffr # (
  parameter DW = 32
) (
  input      [DW-1:0] dnxt,
  output     [DW-1:0] qout,
  input               clk,
  input               rst_n
);
reg [DW-1:0] qout_r;
always @(posedge clk or negedge rst_n)
begin : DFFR_PROC
  if (rst_n == 1'b0)
    qout_r <= {DW{1'b0}};
  else                  
    qout_r <= #1 dnxt;
end
assign qout = qout_r;
endmodule
module sirv_gnrl_ltch # (
  parameter DW = 32
) (
  input               lden, 
  input      [DW-1:0] dnxt,
  output     [DW-1:0] qout
);
reg [DW-1:0] qout_r;
always @ (*) 
begin : LTCH_PROC
  if (lden == 1'b1)
    qout_r <= dnxt;
end
assign qout = qout_r;
endmodule
==> flow/run.sh <==
#!/bin/bash
# OpenROAD 26Q1-2900-gdf79404cd8, Yosys 0.63+post, stock flow scripts
make -C /OpenROAD-flow-scripts/flow DESIGN_CONFIG=/design/flow/config.mk WORK_HOME=/design/flow/orfs finish
==> flow/config.mk <==
export PLATFORM = sky130hd
export DESIGN_NAME = cnt
export DESIGN_NICKNAME = cnt
export VERILOG_FILES = /design/flow/design.v
export SDC_FILE = /design/flow/constraint.sdc
export NUM_CORES = 4
export LEC_CHECK = 1
export CORE_AREA = 10 10 70 70
export DIE_AREA = 0 0 80 80
==> flow/constraint.sdc <==
current_design cnt

set clk_period 3.3
set clk_io_pct 0.2

create_clock -name clk0 -period $clk_period [get_ports {clk}]

set non_clock_inputs [all_inputs -no_clocks]
set_input_delay [expr $clk_period * $clk_io_pct] -clock clk0 $non_clock_inputs
set_output_delay [expr $clk_period * $clk_io_pct] -clock clk0 [all_outputs]
==> changes_impl.md <==
## Flow update

* Distinct lib cells used at 22
* Chip Area, Yosys at 448 um2
* GRT Resource Usage Total at 0.0308
* Final hold viol count at 0
* WHS at approximately 0.55 ns
* Yosys warns at 1
* CP cell instances: inv_1 -> ha_1 -> or3_1 -> a31oi_1 -> o32ai_1 -> clkdlybuf4s50_1
* Fmax at between 300 and 400 MHz
* Synth cell count leaders: dfstp_2, inv_1, nor2_1
* DIE WIDTH at about 80 um
* Hold-fix buffers, CTS at 0
* Final WL at just over 1000 um
* Post-DP HPWL at ~740 um
* Worst hold stages at 1
* Peak supply drop at around 0.000063 V
* Num rows at 21
* Clock skew at approximately 0.0019 ns
* RSZ-0062 raised after global routing: no
* Min-Delay Startpoint: cnt_dffrs.qout_r[0]$_DFF_PN1_
* Ys async rst share at 1.00
* Largest net degree at the start of global routing at 11
* Critical path required time at about 2.6 ns
* #FFs+latches synth at 7
* Area leader share at 0.411
* Reg with most FFs: cnt_dffrs.qout_r
* CTS Buffer Depth at 2
* Die area at around 6400 um2
* Resized Gates After CTS at 0
* Share of layout cells above drive strength 1 at 0.259
* PwrDens at between 300 and 400 nW/um2
* Core area at ~3400 um2
* Largest stage delay on the critical path at ~0.62 ns
* Fin cells at ~100
* Initial Util at 0.131
* Crit path DAT at ~2.1 ns
* Post-route setup TNS at 0 ns
* H-tree depth at 1
* CTS tree: done
* Fin. max-slew vios at 0
* Post-synth EDFFs at 0
* Violation tally from detailed-route iteration zero at 34
* Pre-Repair DR Iteration Count at 4
* CTS Buf Count at 3
* Most frequent cell after synthesis: dfstp_2
* Largest register FFs at 7
* First-pass GRT wire length at around 1600 um
* Initial antenna violation count at 0
* Ys cells at ~46
* Port bufs at 10
* Register-to-register setup slack at between 1.5 and 2 ns
* Worst r2r path cells at 3
* Outcome: finished, final reports clean
* # setup viols final at 0
* Top flop regs: cnt_dffrs.qout_r: 7 flops
* Cell Area, Synth at around 450 um2
* Placed Cells at approximately 100
* Vias in the first global route at 324
* Crit Reg-Reg Endpoint: cnt_dffrs.qout_r[5]$_DFF_PN1_
* DRT antenna net count at 0
* Critical path launch point type: flop
* Crit-path max FO at 9
* Hold Path Class: reg2reg
* Mapped Avg Cell Area at ~10 um2
* DP Worst Slack at roughly 0.76 ns
* DRC at 0
* Number of top-level pins at 11
* Synth Seq Share at 0.411
* Worst Hold End: cnt_dffrs.qout_r[0]$_DFF_PN1_
* Drt via density at between 3 and 4
* Slew margin rel. at 0.760
* Gpl congestion at about 0.77
* Clk slew on worst S/H paths at ~0.050 ns
* Critical path class: reg2out
* Total power at around 200 uW
* Antenna cells at 0
* Lkg Pwr at roughly 0.00020 uW
* WL per Instance at roughly 9.8 um
* Number of clock sinks at 7
* Critical-path top delay cell: dfstp_2
* Clock Root Buffer: clkbuf_4
* Chip height at about 80 um
* Max_cap viols at 0
* Post-CTS setup buffers at 0
* Layout area overhead at 37.4%
* Actual slew at the worst max-slew pin at 0.359 ns
* Top cells by area: dfstp_2, ha_1, nand3_1
* Main flop type: dfstp_2
* Tool warning count at 28
* Reg2reg start: cnt_dffrs.qout_r[2]$_DFF_PN1_
* Synth Instances at around 46
* Latency at later pin at 0.25 ns
* Tcrit/Tclk final at 0.846
* Detailed-route via count at 366
* Leading area contributor after synthesis: dfstp_2
* Minimum clock period at approximately 2.8 ns
* Worst Setup End Kind: primary output
* Residual overflow from global routing at 0
* Final WS setup at around 0.51 ns
per-stage QoR:
step                area [um2]  utilization
finish                     616        0.180
global route               616        0.180
CTS                        616        0.180
detailed placement         589        0.173
global placement           589        0.173
floorplan                  448            -
power by group:
group	leakage, uW	internal [uW]	total (uW)	switching (uW)
combinational	0.000113	11.3	20.5	9.22
sequential	0.0000725	91.8	100	8.17
clock	0.0000150	46.1	77.3	31.2
total	0.000201	149	198	48.6
layout make-up:
| class | count | area, um2 |
|---|---|---|
| Timing Repair Buffer | 10 | 100 |
| Sequential cell | 7 | 184 |
| Fill cell | 386 | 2800 |
| Inverter | 5 | 18.8 |
| Clock buffer | 4 | 26.3 |
| Multi-Input combinational cell | 32 | 229 |
| Tap cell | 46 | 57.6 |
cells by family (layout without fill, tap and decap cells):
| family | after synthesis | count (layout) | share of synthesized area |
|---|---|---|---|
| buf+inv | 7 | 19 | 0.0782 |
| xor+xnor | 3 | 3 | 0.0587 |
| flops | 7 | 7 | 0.411 |
| fa+ha+maj | 3 | 3 | 0.0838 |
| simple gates | 15 | 15 | 0.159 |
| compound gates | 11 | 11 | 0.210 |
worst max path at each step:
stage | start | end | slack [ns] | depth (start not counted)
final | cnt_dffrs.qout_r[1]$_DFF_PN1_ | state[1] | 0.51 | 6
after global routing | cnt_dffrs.qout_r[1]$_DFF_PN1_ | state[1] | 0.33 | 6
after CTS | cnt_dffrs.qout_r[1]$_DFF_PN1_ | state[0] | 0.48 | 6
per-layer routing:
layer  part of all wire  global-route usage  vias up
met5                  0                   0        -
met4              0.014             0.00880        0
met3               0.15              0.0182        2
met2               0.39              0.0377       15
met1               0.44              0.0433      166
li1                   -                   -      183
cell usage in the layout (no fill, tap or decap):
master,count
clkdlybuf4s50_1,10
dfstp_2,7
inv_1,5
nor2_1,5
nand3_1,4
nand2_1,3
ha_1,3
clkbuf_4,3
or3_1,2
o21ai_0,2
xor2_1,2
a211oi_2,1
o211ai_1,1
o21a_1,1
a221oi_1,1
a2111oi_2,1
o21ai_2,1
a21oi_2,1
xnor2_1,1
nor2b_2,1
a31oi_1,1
o32ai_1,1
clkbuf_1,1
worst max-delay path: cells and delay by family (launching register included):
kind	cells	cell delay (ns)
AND-OR/OR-AND	2	0.27
adder cells (fa/ha/maj)	1	0.17
buffers and inverters	2	0.50
flip-flops	1	0.62
AND/OR/NAND/NOR	1	0.33
No activity file was given, so power comes from the tool's default toggle rates.
