[run.sh]
#!/bin/bash
# OpenROAD 26Q1-2900-gdf79404cd8, Yosys 0.63+post, stock flow scripts
make -C /OpenROAD-flow-scripts/flow DESIGN_CONFIG=/design/flow/config.mk WORK_HOME=/design/flow/orfs finish
[config.mk]
export PLATFORM = sky130hd
export DESIGN_NAME = dfflr
export DESIGN_NICKNAME = dfflr
export VERILOG_FILES = /design/flow/design.v
export SDC_FILE = /design/flow/constraint.sdc
export NUM_CORES = 4
export LEC_CHECK = 1
export CORE_UTILIZATION = 30
[constraint.sdc]
current_design dfflr

set clk_period 1.1
set clk_io_pct 0.2

create_clock -name clk0 -period $clk_period [get_ports {clk}]

set non_clock_inputs [all_inputs -no_clocks]
set_input_delay [expr $clk_period * $clk_io_pct] -clock clk0 $non_clock_inputs
set_output_delay [expr $clk_period * $clk_io_pct] -clock clk0 [all_outputs]
[design.v]
module dfflrs # (
  parameter DW = 32
) (
  input               lden, 
  input      [DW-1:0] dnxt,
  output     [DW-1:0] qout,
  input               clk,
  input               rst_n
);
reg [DW-1:0] qout_r;
always @(posedge clk or negedge rst_n)
begin : DFFLRS_PROC
  if (rst_n == 1'b0)
    qout_r <= {DW{1'b1}};
  else if (lden == 1'b1)
    qout_r <= #1 dnxt;
end
assign qout = qout_r;
endmodule
module dfflr # (
  parameter DW = 32
) (
  input               lden, 
  input      [DW-1:0] dnxt,
  output     [DW-1:0] qout,
  input               clk,
  input               rst_n
);
reg [DW-1:0] qout_r;
always @(posedge clk or negedge rst_n)
begin : DFFLR_PROC
  if (rst_n == 1'b0)
    qout_r <= {DW{1'b0}};
  else if (lden == 1'b1)
    qout_r <= #1 dnxt;
end
assign qout = qout_r;
endmodule
module dffl # (
  parameter DW = 32
) (
  input               lden, 
  input      [DW-1:0] dnxt,
  output     [DW-1:0] qout,
  input               clk 
);
reg [DW-1:0] qout_r;
always @(posedge clk)
begin : DFFL_PROC
  if (lden == 1'b1)
    qout_r <= #1 dnxt;
end
assign qout = qout_r;
endmodule
module dffrs # (
  parameter DW = 32
) (
  input      [DW-1:0] dnxt,
  output     [DW-1:0] qout,
  input               clk,
  input               rst_n
);
reg [DW-1:0] qout_r;
always @(posedge clk or negedge rst_n)
begin : DFFRS_PROC
  if (rst_n == 1'b0)
    qout_r <= {DW{1'b1}};
  else                  
    qout_r <=   dnxt;
end
assign qout = qout_r;
endmodule
module dffr # (
  parameter DW = 32
) (
  input      [DW-1:0] dnxt,
  output     [DW-1:0] qout,
  input               clk,
  input               rst_n
);
reg [DW-1:0] qout_r;
always @(posedge clk or negedge rst_n)
begin : DFFR_PROC
  if (rst_n == 1'b0)
    qout_r <= {DW{1'b0}};
  else                  
    qout_r <= #1 dnxt;
end
assign qout = qout_r;
endmodule
module sirv_gnrl_ltch # (
  parameter DW = 32
) (
  input               lden, 
  input      [DW-1:0] dnxt,
  output     [DW-1:0] qout
);
reg [DW-1:0] qout_r;
always @ (*) 
begin : LTCH_PROC
  if (lden == 1'b1)
    qout_r <= dnxt;
end
assign qout = qout_r;
endmodule
==> impl_metrics.ini <==
; generated from flow reports
[outcome]
status = finished clean

[global_route]
gr-usage-all-layers_pct = 12.39
antenna_violations_before_repair = 0
grt_residual_overflow = 0
met1_usage_pct = 18.37
grt.busiest_layer = met1
grt_start_max_net_pins = 33
grt.met3_usage_pct = 5.667
met2_resource_use_gr_pct = 17.23
grt_pass1_wl_um = 4146
first_global_vias = 869

[placed_design]
gp_congestion = 0.6855
hpwlAfterDp_um = 1822
port-buffer-count = 66
detailedPlace.worstSlack_ns = 0.05382

[yosys]
synthAoiAreaFrac_pct = 0
synth.comb.largest_family = multiplexers
synth.cell_area_um2 = 1345
yosys.area_share.adder_pct = 0
top_area_cell = dfrtp_1
post_synth_and_or_nand_nor_area_fraction_pct = 0
postSynthAreaPerCell_um2 = 19.78
synth_cell_types = 5
post-synth-top-area-fraction_pct = 59.53
postSynthSeqShare_pct = 59.53
synth_chip_area_um2 = 1345
syn_inst = 68
cell_types_with_the_largest_area_share_after_synthesis = dfrtp_1 (60%), mux2_4 (33%), buf_12 (4.5%)
synthesis.yosys.warnings = 1
xor_area_share_pct = 0
yosys-mux-area-fraction_pct = 35.16
synth.yosys.num_cells = 68
synth-seq-cells = 32

[die]
fp-utilization_pct = 32.46
placeableCoreArea_um2 = 4144
std_cell_rows = 23
die.size.x_um = 68.96
chipHeight_um = 68.96
i_o_pins = 67
die-area_um2 = 4755

[layout]
layout-drive-gt1-share_pct = 41.67
top_register = qout_r
largest_reg_flops = 32
utilization_pct = 54.02
syn_to_final_growth_pct = 66.42
reg.largest.list = qout_r x32

[final_timing]
hold_slack_ns = 0.3057
slew_headroom_pct = 88.47
final.setup.tns_ns = 0
max_slew.worst_pin.slew_ns = 0.1729
finalCritPeriodShare_pct = 96.76
timing.fmax_mhz = 939.5
final-max-slew-violation-count = 0
final_critical_path_setup_slack_ns = 0.03562
finalHoldViolations = 0
fin_crit_ns = 1.064
setup-violations-final = 0
fin_worst_skew_ns = 0

[run]
cap_viol_max_count = 0
warnings = 25

[routing]
firstDrtPassIters = 2
drt_iter0_drc = 31
total_number_of_vias = 861
postRouteWirelength_um = 2695
num_antenna_cells = 0
via_per_inst = 4.180
ant_nets = 0
remaining_drc_errors = 0
routed_wire_per_std_cell_um = 13.08

[clock_network]
clock_insertion_delay_worst_skew_ns = 0.28
ctsRootBufferMaster = clkbuf_8
cts-htree-levels = 2
clockBufferDepth = 2
tritoncts.num_buffers = 5
cts_tree = done
holdBufCountCts = 0
clk_pin_slew_ns = 0.06
clock_sink_count = 32

[setup_path]
path_buffers = 1
worst-path-max-fanout = 2
worstSetupEndpointType = output pin
critical-path-max-stage-delay_ns = 0.38
cp_top_family = flip-flops
critical_path_cell_with_the_highest_stage_delay = dfrtp_1
timing.setup.critical_path_class = reg -> out
worst_setup_path_start_kind = flop
cp_data_required_time_ns = 0.88
arrival_ns = 0.84
cp_cell_sequence = clkdlybuf4s15_1

[pwr]
power.density_cell_area_nw_per_um2 = 1307
peakVddDrop_mv = 0.7291
power.static_leakage_nw = 1.060
finalPower_mw = 2.926

[hold_path]
hold_path_class = in -> async
-- synthesized netlist by cell type --
library cell,n
dfrtp_1,32
mux2_2,2
mux2_4,30
buf_12,3
buf_6,1
-- cell families after synthesis --
family	count (synthesis)
buf+inv	4
flops	32
mux	32
-- cell type report --
class,instances,area (µm²)
fill,366,1906
timing repair buffer,85,805.8
clock buffer,7,96.34
multi-input combinational,32,473.0
sequential,32,800.8
tap,50,62.56
-- per-layer routing --
layer / routed length, µm / up-vias / part of all wire [%]
met5: 0 / - / 0
li1: - / 409 / -
met3: 235 / 4 / 8.7
met1: 1209 / 409 / 45
met4: 31 / 0 / 1.2
met2: 1218 / 39 / 45
-- where the power goes --
part           internal [mW]  total (mW)  switching (mW)
Combinational          0.483       0.618           0.135
Clock                  0.556       0.952           0.396
Sequential              1.30        1.36          0.0602
Total                   2.33        2.93           0.591
-- metrics by stage --
stage,std cells,instance area (µm²)
finish,206,2238
global route,206,2238
CTS,200,2223
detailed placement,183,2052
global placement,183,2052
floorplan,68,1345
-- placed cells by master, fill, tap and decap left out --
master and instances:
dfrtp_1 32, mux2_2 2, clkdlybuf4s15_1 26, buf_2 1, clkdlybuf4s50_1 33, mux2_4 30
buf_12 3, clkbuf_2 6, clkbuf_8 7, buf_4 16
-- timing repair --
action                     CTS  global route
resized                     64             6
setup endpoints to repair   32            11
cloned                       0             0
setup buffers               10             6
-- worst register-to-register path, delay by kind of cell (launching register included) --
kind / cells / cell delay (ns)
multiplexers: 1 / 0.25
buffers and inverters: 2 / 0.25
flip-flops: 1 / 0.38
-- final timing paths --
check,slack (ns),from,cells past startpoint,end
min in group clk0,0.45,lden,3,qout_r[11]
setup / recovery,0.04,qout_r[14],1,qout[14]
hold / removal,0.31,rst_n,2,qout_r[25]
hold reg to reg,0.51,qout_r[29],1,qout_r[29]
max in group asynchronous,0.63,rst_n,2,qout_r[7]
setup reg to reg,0.11,qout_r[26],3,qout_r[26]
Power and IR drop assume default switching activity.
